<file path="flow/design.v">
module processing #
	(
		parameter integer C_S00_AXIS_TDATA_WIDTH	= 32,
		parameter integer C_M00_AXIS_TDATA_WIDTH	= 32
	)
	(
		input wire  s00_axis_aclk, s00_axis_aresetn,
		input wire  s00_axis_tlast, s00_axis_tvalid,
		input wire [C_S00_AXIS_TDATA_WIDTH-1 : 0] s00_axis_tdata,
		input wire [(C_S00_AXIS_TDATA_WIDTH/8)-1: 0] s00_axis_tstrb,
		output logic  s00_axis_tready,
		input wire  m00_axis_aclk, m00_axis_aresetn,
		input wire  m00_axis_tready,
		output logic  m00_axis_tvalid, m00_axis_tlast,
		output logic [C_M00_AXIS_TDATA_WIDTH-1 : 0] m00_axis_tdata,
		output logic [(C_M00_AXIS_TDATA_WIDTH/8)-1: 0] m00_axis_tstrb
	);
  logic m00_axis_tvalid_reg, m00_axis_tlast_reg;
  logic [C_M00_AXIS_TDATA_WIDTH-1 : 0] m00_axis_tdata_reg;
  logic [(C_M00_AXIS_TDATA_WIDTH/8)-1: 0] m00_axis_tstrb_reg;
  parameter int mul_for_distance = 66815;
  parameter int PI_15 = 102943;
  assign m00_axis_tvalid = m00_axis_tvalid_reg;
  assign m00_axis_tlast = m00_axis_tlast_reg;
  assign m00_axis_tdata = m00_axis_tdata_reg;
  assign m00_axis_tstrb = m00_axis_tstrb_reg;
  assign s00_axis_tready = m00_axis_tready || ~m00_axis_tvalid;
  always_ff @(posedge s00_axis_aclk)begin
    if (s00_axis_aresetn==0)begin
      m00_axis_tvalid_reg <= 0;
      m00_axis_tlast_reg <= 0;
      m00_axis_tdata_reg <= 0;
      m00_axis_tstrb_reg <= 0;
    end else begin
      if (s00_axis_tready)begin
        m00_axis_tvalid_reg <= s00_axis_tvalid;
        m00_axis_tlast_reg <= s00_axis_tlast;
        m00_axis_tdata_reg <= (s00_axis_tdata[31])? ($signed(s00_axis_tdata)+PI_15)*mul_for_distance: s00_axis_tdata*mul_for_distance;
        m00_axis_tstrb_reg <= s00_axis_tstrb;
      end
    end
  end
endmodule
</file>
<file path="flow/config.mk">
export PLATFORM = sky130hd
export DESIGN_NAME = processing
export DESIGN_NICKNAME = processing
export VERILOG_FILES = /design/flow/design.v
export SDC_FILE = /design/flow/constraint.sdc
export NUM_CORES = 4
export LEC_CHECK = 1
export CORE_UTILIZATION = 40
</file>
<file path="flow/constraint.sdc">
current_design processing

set clk_period 15.3
set clk_io_pct 0.2

create_clock -name clk0 -period $clk_period [get_ports {s00_axis_aclk}]

set non_clock_inputs [all_inputs -no_clocks]
set_input_delay [expr $clk_period * $clk_io_pct] -clock clk0 $non_clock_inputs
set_output_delay [expr $clk_period * $clk_io_pct] -clock clk0 [all_outputs]
</file>
<file path="flow/run.sh">
#!/bin/bash
# OpenROAD 26Q1-2900-gdf79404cd8, Yosys 0.63+post, stock flow scripts
make -C /OpenROAD-flow-scripts/flow DESIGN_CONFIG=/design/flow/config.mk WORK_HOME=/design/flow/orfs finish
</file>
==> qor.txt <==
Comb gate area - 0.0130 mm²
Worst-Margin Slew - 0.811 ns
Drt total wl - 35.9 mm
Ys cells - 1750
DP Worst Slack - 3.87 ns
Max cap viols - 0
Worst skew pair latency - 0.29 ns
TritonCTS Sinks - 38
Register Area - 761 µm²
Max Slew Vio Count - 0
Main synth FF type - dfxtp_1
Syn Std Cell Area - 0.0159 mm²
Total core area - 0.0389 mm²
Tool Warnings - 63
Placed insts - 2352
Yosys top cell by area - fa_1
RD Place Congestion - 0.926
Synth warn - 1
WP data arrival - 11.42 ns
Grt ovf - 0
Syn Inst Count - 1750
Chip Area - 0.0406 mm²
Longest Clk Path Bufs - 2
Antenna Cells - 0
Most numerous logic cell after layout - inv_1
Drt via density - 4.76
Fp_density - 0.409
Post-synth EDFFs - 0
Critical path fanouts, max - 9
Area share, top type - 0.387
Die W - 202 µm
Cell Rows - 72
Final Hold Fails - 0
Clock Tree Root - clkbuf_16
Cts bufs inserted - 5
Slowest stage delay, CP - 0.85 ns
Hold-fix buffers, CTS - 0
Fin worst setup slack - 4.12 ns
R2R depth - 8
Hold WC Path Type - register to register
RSZ-0062 raised after global routing - no
Synthesized flop and latch total - 38
Slew margin rel. - 0.455
Die y size - 202 µm
IO Count - 82
Worst setup SP type - input pin
Post-DP HPWL - 31.7 mm
Post_cts resized - 0
DRT iter0 DRCs - 383
Post-synthesis sequential area ratio - 0.0478
YS chip area - 0.0159 mm²
Max reg flops - 32
Final Skew - 0.0104 ns
Synth-to-Final Area Change - 10.6%
Syn Area/Cell - 9.10 µm²
Crit Path Class - input pin to register
Most frequent logic cells in the routed design - inv_1 (548), fa_1 (308), ha_1 (236)
Clock slew at reported path FFs - 0.07 ns
Final Non-Filler Cells - 2360
First-pass GRT wire length - 62.2 mm
Layout cells sized above 1 - 0.0320
Critical Path End Type - register
WL per Instance - 15.2 µm
Vias in the first global route - 12434
TritonRoute pass-1 iters - 4
CTS tree - yes
Final setup fails - 0
Async set or reset register ratio after synthesis - 0
Hold depth - 2
Initial antenna violation count - 0
I/O Buffers - 79
Top cells, area - fa_1 (39%), ha_1 (19%), inv_1 (13%)
CP max-delay cell - clkdlybuf4s50_1
Yosys cell types - 73
Setup TNS - 0 ns
Layout filler cell count - 3720
Minimum clock period - 11.18 ns
Outcome - finished clean
DRC - 0
# Post-CTS Setup Buffers - 0
Routed vias - 11228
CTS H-Tree Depth - 2
Peak Freq - 89.4 MHz
Pin count of the biggest net entering global routing - 58
Period utilization - 0.731
Antenna Nets Post-Route - 0
Critical path data required time - 15.54 ns
Overall routing resource usage - 0.205
-- synthesized netlist by cell type (10+ instances only) --
master      n
xor2_1     30
a31oi_1    11
o21a_1     11
fa_1      308
nand2_1    54
a21oi_1    78
clkbuf_1   12
xnor2_1    92
a211oi_1   21
o21ai_0    53
inv_1     549
dfxtp_1    38
a21o_1     28
nand3_1    12
ha_1      236
nor3_1     16
nor2b_1    10
nand2b_1   13
nor2_1     57
-- metrics by stage --
step	hold WS, ns	utilization	area [µm²]
after floorplan	0.417	-	15900
after global placement	0.437	0.449	17500
after detailed placement	0.444	0.449	17500
after CTS	0.453	0.453	17600
after global routing	0.473	0.453	17600
final	0.448	0.453	17600
-- cell families after synthesis --
logic type	after synthesis	synth area share
AND-OR/OR-AND	253	0.103
XOR/XNOR	124	0.0702
adder cells (fa/ha/maj)	547	0.574
buffers and inverters	573	0.136
flip-flops	38	0.0478
multiplexers	8	0.00511
AND/OR/NAND/NOR	207	0.0633
-- worst paths after layout --
| path | end | slack [ns] | from |
|---|---|---|---|
| max | m00_axis_tdata_reg[31]$_SDFFE_PN0P_ | 4.12 | s00_axis_tdata[1] |
| min | m00_axis_tstrb_reg[1]$_SDFFE_PN0P_ | 0.45 | m00_axis_tstrb_reg[1]$_SDFFE_PN0P_ |
| max reg2reg | m00_axis_tdata_reg[31]$_SDFFE_PN0P_ | 13.28 | m00_axis_tvalid_reg$_SDFFE_PN0P_ |
| min reg2reg | m00_axis_tstrb_reg[1]$_SDFFE_PN0P_ | 0.45 | m00_axis_tstrb_reg[1]$_SDFFE_PN0P_ |
-- cell type report --
type	instances	share of cell area
tap	518	0.0368
clock inverter	2	0.000710
timing repair buffer	105	0.0557
inverter	552	0.118
multi-input combinational	1139	0.738
clock buffer	6	0.00788
sequential	38	0.0432
-- critical path: cells and delay by family --
family,cells,cell delay [ns]
and+or+nand+nor,3,0.41
xor gates and xnor gates,3,0.90
adders and majority gates,7,2.87
AOI/OAI and AO/OA,12,2.59
buffers and inverters,6,1.58
-- routing by layer --
layer	routed length [µm]	track usage
met4	764	0.0330
met3	2330	0.0546
met2	17100	0.337
met1	15600	0.285
met5	0	0
