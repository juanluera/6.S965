`flow/constraint.sdc`:
```
current_design arctan

set clk_period 11.6
set clk_io_pct 0.2

create_clock -name clk0 -period $clk_period [get_ports {s00_axis_aclk}]

set non_clock_inputs [all_inputs -no_clocks]
set_input_delay [expr $clk_period * $clk_io_pct] -clock clk0 $non_clock_inputs
set_output_delay [expr $clk_period * $clk_io_pct] -clock clk0 [all_outputs]
```
`flow/run.sh`:
```
#!/bin/bash
# OpenROAD 26Q1-2900-gdf79404cd8, Yosys 0.63+post, stock flow scripts
make -C /OpenROAD-flow-scripts/flow DESIGN_CONFIG=/design/flow/config.mk WORK_HOME=/design/flow/orfs finish
```
`flow/design.v`:
```
module arctan #
	(
		parameter integer C_S00_AXIS_TDATA_WIDTH	= 32,
		parameter integer C_M00_AXIS_TDATA_WIDTH	= 32,
    parameter integer ITERATIONS = 16
	)
	(
		input wire  s00_axis_aclk, s00_axis_aresetn,
		input wire  s00_axis_tlast, s00_axis_tvalid,
		input wire [C_S00_AXIS_TDATA_WIDTH-1 : 0] s00_axis_tdata,
		input wire [(C_S00_AXIS_TDATA_WIDTH/8)-1: 0] s00_axis_tstrb,
		output logic  s00_axis_tready,
		input wire  m00_axis_aclk, m00_axis_aresetn,
		input wire  m00_axis_tready,
		output logic  m00_axis_tvalid, m00_axis_tlast,
		output logic [C_M00_AXIS_TDATA_WIDTH-1 : 0] m00_axis_tdata,
		output logic [(C_M00_AXIS_TDATA_WIDTH/8)-1: 0] m00_axis_tstrb
	);
  parameter int PI_15 = 102943;
  logic m00_axis_tvalid_reg, m00_axis_tlast_reg;
  logic [C_M00_AXIS_TDATA_WIDTH-1 : 0] m00_axis_tdata_reg;
  logic [(C_M00_AXIS_TDATA_WIDTH/8)-1: 0] m00_axis_tstrb_reg;
  logic signed [(C_S00_AXIS_TDATA_WIDTH/2)-1:0] x_pipe [ITERATIONS-1:0];
  logic signed [(C_S00_AXIS_TDATA_WIDTH/2)-1:0] y_pipe [ITERATIONS-1:0];
  logic signed [(C_S00_AXIS_TDATA_WIDTH)-1:0] phase [ITERATIONS-1:0];
  logic [ITERATIONS-1:0] valid_pipe, tlast_pipe;
  logic [(C_S00_AXIS_TDATA_WIDTH/8)-1:0] strobe_pipe [ITERATIONS-1:0];
  assign s00_axis_tready = m00_axis_tready || ~valid_pipe[0];
  assign m00_axis_tvalid = valid_pipe[ITERATIONS-1];
  assign m00_axis_tlast = tlast_pipe[ITERATIONS-1];
  assign m00_axis_tstrb = strobe_pipe[ITERATIONS-1];
  logic signed [(C_S00_AXIS_TDATA_WIDTH/2)-1:0] atan_lut [ITERATIONS-1:0];
  initial begin
        atan_lut[0]  = 16'h6487;   
        atan_lut[1]  = 16'h3B58;   
        atan_lut[2]  = 16'h1F5B;   
        atan_lut[3]  = 16'h0FEA;   
        atan_lut[4]  = 16'h07FD;   
        atan_lut[5]  = 16'h03FF;   
        atan_lut[6]  = 16'h01FF;   
        atan_lut[7]  = 16'h00FF;   
        atan_lut[8]  = 16'h007F;   
        atan_lut[9]  = 16'h003F;   
        atan_lut[10] = 16'h001F;   
        atan_lut[11] = 16'h000F;   
        atan_lut[12] = 16'h0007;   
        atan_lut[13] = 16'h0003;   
        atan_lut[14] = 16'h0001;   
        atan_lut[15] = 16'h0000;   
    end
  wire signed [(C_S00_AXIS_TDATA_WIDTH/2)-1:0] x_in = s00_axis_tdata[(C_S00_AXIS_TDATA_WIDTH/2)-1: 0];
  wire signed [(C_S00_AXIS_TDATA_WIDTH/2)-1:0] y_in = s00_axis_tdata[C_S00_AXIS_TDATA_WIDTH-1:(C_S00_AXIS_TDATA_WIDTH/2)];
  assign m00_axis_tdata = phase[ITERATIONS-1];
  always_ff @(posedge s00_axis_aclk)begin
    if (s00_axis_aresetn==0)begin
      for (int i = 0; i <= ITERATIONS; i++) begin
                x_pipe[i] <= '0;
                y_pipe[i] <= '0;
                phase[i] <= '0;
                valid_pipe[i] <= 1'b0;
                strobe_pipe[i] <= '0;
                tlast_pipe[i] <= 1'b0;
      end
    end else begin
      if (s00_axis_tready)begin
        if (s00_axis_tvalid) begin
            if ((x_in < 0 ) && (y_in< 0)) begin
              x_pipe[0] <= -x_in;
              y_pipe[0] <= -y_in;
              phase[0] <= -PI_15;
            end else if ((x_in < 0 ) && (y_in >= 0)) begin
              x_pipe[0] <= -x_in;
              y_pipe[0] <= -y_in;
              phase[0] <= PI_15;
            end else begin
              x_pipe[0] <= x_in;
              y_pipe[0] <= y_in;
              phase[0] <= '0;
            end
            valid_pipe[0] <= 1'b1;
            tlast_pipe[0] <= s00_axis_tlast;
            strobe_pipe[0] <= s00_axis_tstrb;
        end else begin
            valid_pipe[0] <= 1'b0;
            tlast_pipe[0] <= 1'b0;
            strobe_pipe[0] <= '0;
        end
        for (int i = 1; i < ITERATIONS; i++) begin
            if (valid_pipe[i-1]) begin
              if (y_pipe[i-1] >= 0) begin
                x_pipe[i] <= x_pipe[i-1] + (y_pipe[i-1] >>> i-1);
                y_pipe[i] <= y_pipe[i-1] - (x_pipe[i-1] >>> i-1);
                phase[i] <= phase[i-1] + atan_lut[i-1];
              end else begin
                x_pipe[i] <= x_pipe[i-1] - (y_pipe[i-1] >>> i-1);
                y_pipe[i] <= y_pipe[i-1] + (x_pipe[i-1] >>> i-1);
                phase[i] <= phase[i-1] - atan_lut[i-1];
              end
              valid_pipe[i] <= valid_pipe[i-1];
              strobe_pipe[i] <= strobe_pipe[i-1];
              tlast_pipe[i] <= tlast_pipe[i-1];
            end else begin
              valid_pipe[i] <= 0;
              strobe_pipe[i] <= 0;
              tlast_pipe[i] <= 0;
            end
        end
      end
    end
  end
endmodule
```
`flow/config.mk`:
```
export PLATFORM = sky130hd
export DESIGN_NAME = arctan
export DESIGN_NICKNAME = arctan
export VERILOG_FILES = /design/flow/design.v
export SDC_FILE = /design/flow/constraint.sdc
export NUM_CORES = 4
export LEC_CHECK = 1
export CORE_UTILIZATION = 30
```
==> flow_metrics.env <==
# implementation run metrics
export IMPL_cts_buffers=112
export IMPL_timing_hold_worst_class="reg -> reg"
export IMPL_final_period_minus_worst_setup_slack_ps=6730
export IMPL_yosysUniqueCellTypes=114
export IMPL_yosys_warnings=9
export IMPL_number_of_nets_with_antenna_violations_after_routing=0
export IMPL_yosys_stat_seqShare=0.257
export IMPL_wirelength_um=207000
export IMPL_crit_path_start_kind="input pin"
export IMPL_fp_dieW_um=515
export IMPL_post_synthesis_instance_area_um2=78900
export IMPL_async_flop_share=0
export IMPL_global_route_overflow_total=0
export IMPL_num_rows=187
export IMPL_globalRoute_busiestLayer="met2"
export IMPL_criticalPathCategory="in -> out"
export IMPL_openroad_warnings=74
export IMPL_grtUsageMet2=0.242
export IMPL_wire_length_of_the_first_global_routing_pass_um=345000
export IMPL_routedWlPerCell_um=14.8
export IMPL_min_period_over_period=0.580
export IMPL_syn2layout_area_growth_pct=9.14
export IMPL_synth_cells=10700
export IMPL_cp_max_fo=46
export IMPL_pin_slew_with_the_least_headroom_to_its_limit_ps=988
export IMPL_port_buffers=79
export IMPL_drc=0
export IMPL_fin_setup_tns_ps=0
export IMPL_htree_num_levels=3
export IMPL_max_vdd_ir_drop_mv=0.125
export IMPL_outcome="finished clean"
export IMPL_worst_endpoint_required_ps=9280
export IMPL_fp_util=0.303
export IMPL_final_layout_size_suffix_gt1_frac=0.0411
export IMPL_synth_avg_cell_area_um2=7.35
export IMPL_setup_violations=0
export IMPL_most_common_cell_after_layout_fill_and_taps_aside="sky130_fd_sc_hd__nand2_1"
export IMPL_timing_hold_violations_final=0
export IMPL_ys_cells=10700
export IMPL_drt_iter0_markers=4557
export IMPL_power_leakage_nw=32.6
export IMPL_groute_layer_met1_usage=0.240
export IMPL_fin_util=0.330
export IMPL_achievable_frequency_mhz=149
export IMPL_cts_sinks=1014
export IMPL_post_cts_sizing=0
export IMPL_cts_tree="built"
export IMPL_clkSlewWorstSetupHoldPaths_ps=60
export IMPL_clock_tree_root_cell="sky130_fd_sc_hd__clkbuf_16"
export IMPL_routability_driven_placement_congestion_ratio=0.917
export IMPL_max_clock_path_buffers=3
export IMPL_ys_flop_type="sky130_fd_sc_hd__dfxtp_1"
export IMPL_power_per_cell_area_nw_per_um2=95.9
export IMPL_firstDrtPassIters=6
export IMPL_clock_latency_late_pin_ps=760
export IMPL_postCtsHoldBufs=0
export IMPL_timing_critical_path_arrival_ps=4410
export IMPL_design_portCount=82
export IMPL_setup_worst_path_end_class="output port"
export IMPL_core_area_um2=261000
export IMPL_drv_slew=0
export IMPL_floorplan_die_area_um2=265000
export IMPL_cap_viol_max_count=0
export IMPL_detail_route_vias_per_cell=5.12
export IMPL_synth_edff_count=0
export IMPL_setup_bufs_post_cts=0
export IMPL_grt_use_met3=0.0144
export IMPL_half_perimeter_wire_length_after_placement_um=153000
export IMPL_max_slew_margin_rel=0.335
export IMPL_postSynthRegisterBits=1014
export IMPL_grt_start_max_net_pins=105
export IMPL_num_vias=71400
export IMPL_first_global_vias=64900
export IMPL_p_total_w=0.00826
export IMPL_finClkSkew_ps=30.2
export IMPL_layout_top_cells="sky130_fd_sc_hd__nand2_1, sky130_fd_sc_hd__a21oi_1, sky130_fd_sc_hd__dfxtp_1"
export IMPL_grt_total_usage=0.157
export IMPL_ys_area_um2=78900
export IMPL_grt_setup_unrepaired="false"
export IMPL_die_h_um=515
export IMPL_grt_antenna_before_repair=2
per-layer routing:
metal | up-vias | wire length [um]
met2 | 1068 | 91300
li1 | 37300 | -
met5 | - | 0
met3 | 219 | 6890
met1 | 32800 | 104000
met4 | 0 | 4190
where the power goes:
group,switching (W),internal [W]
sequential,0.0000629,0.00352
clock,0.00158,0.00221
combinational,0.000556,0.000335
path summary, 6_finish.rpt:
check	from	cells past startpoint	slack [ps]	end
worst max-delay path	m00_axis_tready	5	4870	s00_axis_tready
worst min-delay path	strobe_pipe[15][3]$_SDFFE_PN0N_	2	450	strobe_pipe[15][3]$_SDFFE_PN0N_
worst max register to register	y_pipe[8][15]$_SDFFE_PN0P_	13	7070	x_pipe[9][15]$_SDFFE_PN0P_
worst min register to register	strobe_pipe[15][3]$_SDFFE_PN0N_	2	450	strobe_pipe[15][3]$_SDFFE_PN0N_
layout make-up:
cell class | count | area (um2)
fillers | 27900 | 175000
repair buffers | 165 | 1440
flip-flops and latches | 1014 | 20300
inverters | 325 | 1230
diodes | 2 | 5.00
clock buffers | 152 | 3220
multi-input cells | 8729 | 54900
well taps | 3496 | 4370
clock inverters | 53 | 668
stage by stage:
step | setup WS, ps | std cells | instance area [um2] | hold WS [ps]
after floorplan | 5470 | 10800 | 79100 | 417
after global placement | 4850 | 13700 | 82300 | 440
after detailed placement | 4820 | 13700 | 82300 | 443
after CTS | 4820 | 13900 | 86100 | 451
after global routing | 4700 | 13900 | 86100 | 472
final | 4870 | 13900 | 86100 | 448
cell families (layout without fill, tap and decap cells):
kind of cell    count (synthesis)  count (layout)  share of synthesized area
other cells                     1              59                  0.0000475
mux                           113             113                     0.0144
flops                        1014            1014                      0.257
compound gates               2822            2822                      0.225
simple gates                 4172            4172                      0.246
buf+inv                      1052             695                     0.0508
fa+ha+maj                     642             642                      0.105
xor+xnor                      923             923                      0.102
worst max-delay path, cell delays in order:
cell and delay [ps]:
sky130_fd_sc_hd__clkdlybuf4s50_1 790, sky130_fd_sc_hd__nor2b_4 60, sky130_fd_sc_hd__buf_4 270, sky130_fd_sc_hd__inv_4 390, sky130_fd_sc_hd__clkdlybuf4s50_1 550
sequential cells by signal (all words and copies together), names as in the netlist:
register,flops
phase,483
strobe_pipe,64
tlast_pipe,16
valid_pipe,16
x_pipe,210
y_pipe,225
synth_stat cells (29+ instances only):
library cell               count  area share
sky130_fd_sc_hd__nand2_1    1660       0.079
sky130_fd_sc_hd__a21oi_1    1093       0.069
sky130_fd_sc_hd__dfxtp_1    1014        0.26
sky130_fd_sc_hd__nor2_1      817       0.039
sky130_fd_sc_hd__xnor2_1     613       0.068
sky130_fd_sc_hd__ha_1        605       0.096
sky130_fd_sc_hd__clkbuf_1    576       0.027
sky130_fd_sc_hd__o21ai_0     480       0.030
sky130_fd_sc_hd__nand3_1     443       0.028
sky130_fd_sc_hd__inv_1       322       0.015
sky130_fd_sc_hd__xor2_1      310       0.034
sky130_fd_sc_hd__nor3_1      292       0.019
sky130_fd_sc_hd__a211oi_1    210       0.020
sky130_fd_sc_hd__or3_1       197       0.016
sky130_fd_sc_hd__a21o_1      185       0.018
sky130_fd_sc_hd__nand4_1     115      0.0091
sky130_fd_sc_hd__buf_1       113      0.0054
sky130_fd_sc_hd__mux2i_1     108       0.014
sky130_fd_sc_hd__nor2b_1     107      0.0085
sky130_fd_sc_hd__o31ai_1     107       0.010
sky130_fd_sc_hd__a31oi_1      99      0.0078
sky130_fd_sc_hd__nor4_1       93      0.0074
sky130_fd_sc_hd__and3_1       87      0.0069
sky130_fd_sc_hd__nand2b_1     77      0.0061
sky130_fd_sc_hd__o211ai_1     77      0.0073
sky130_fd_sc_hd__o21a_1       62      0.0059
sky130_fd_sc_hd__and2_1       56      0.0044
sky130_fd_sc_hd__or4_1        47      0.0045
sky130_fd_sc_hd__o21bai_1     46      0.0044
sky130_fd_sc_hd__a21boi_0     43      0.0041
sky130_fd_sc_hd__a41oi_1      41      0.0045
sky130_fd_sc_hd__o41ai_1      40      0.0044
sky130_fd_sc_hd__or2_2        38      0.0030
sky130_fd_sc_hd__o22ai_1      37      0.0029
sky130_fd_sc_hd__buf_2        33      0.0021
sky130_fd_sc_hd__nand4b_1     33      0.0037
sky130_fd_sc_hd__fa_1         31      0.0079
sky130_fd_sc_hd__o31a_1       29      0.0032
No activity file was given, so power comes from the tool's default toggle rates.
